<file path="design/flow/config.mk">
export PLATFORM = sky130hd
export DESIGN_NAME = memory
export DESIGN_NICKNAME = memory
export VERILOG_FILES = /design/flow/design.v
export SDC_FILE = /design/flow/constraint.sdc
export NUM_CORES = 4
export LEC_CHECK = 1
export CORE_UTILIZATION = 40
export SYNTH_HDL_FRONTEND = slang
</file>
<file path="design/flow/constraint.sdc">
current_design memory

set clk_period 40.0
set clk_io_pct 0.2

create_clock -name clk0 -period $clk_period [get_ports {clk}]

set non_clock_inputs [all_inputs -no_clocks]
set_input_delay [expr $clk_period * $clk_io_pct] -clock clk0 $non_clock_inputs
set_output_delay [expr $clk_period * $clk_io_pct] -clock clk0 [all_outputs]
</file>
<file path="design/flow/run.sh">
#!/bin/bash
# OpenROAD 26Q1-2900-gdf79404cd8, Yosys 0.63+post, stock flow scripts
make -C /OpenROAD-flow-scripts/flow DESIGN_CONFIG=/design/flow/config.mk WORK_HOME=/design/flow/orfs finish
</file>
<file path="design/flow/design.v">
module memory (
    rst,
    clk,
    addr,
    MEM_W_EN,
    MEM_R_EN,
    Val_RM,
    data_mem
);
    input MEM_R_EN, MEM_W_EN, clk, rst;
    input [31:0] addr, Val_RM;
    output reg [31:0] data_mem;
    integer i; 
    reg [31:0] memory [0:63];
    always@(posedge clk, posedge rst) begin
        if(rst) begin
            for(i = 0; i < 64; i = i + 1) begin
                memory[i] <= 32'b0;
            end
        end
        else if(MEM_W_EN)
            memory[addr] <= Val_RM;
    end
    always@(MEM_R_EN, addr) begin
        data_mem = 32'b0;
        if(MEM_R_EN)
            data_mem = memory[addr];
    end
endmodule
</file>
==> CHANGELOG.md <==
### Physical design

- Outcome: finished, final reports clean
- Number of gates resized after cts: 0
- Insertion delay at the late pin of the worst-skew pair: 0.84 ns
- Netlist area before placement: 95250 um2
- Max_cap viols: 0
- Largest register by flop count: memory
- Clock buffers created by TritonCTS: 216
- Antenna violations before repair: 12
- CTS tree: done
- Top flop regs: memory x2048
- Number of hold buffers added after cts: 0
- Post-detailed-route DRC marker count: 0
- Die span in x: slightly below 500 um
- Synth top area share: 53.81%
- Flip-flop count of the largest register, all copies and words added: 2048
- Global-route congestion overflow total: 0
- Worst R2R Start: memory[826]
- Library cell with the largest summed area after synthesis: sky130_fd_sc_hd__dfrtp_1
- Sw Pwr: about 1.0 mW
- Most used flip-flop cell: sky130_fd_sc_hd__dfrtp_1
- Fraction of layout cells with a size suffix above 1: 40.35%
- Clock buffer depth: 3
- Clock group share of total power: 47.0%
- Number of hold violations in the final report: 0
- Timing endpoint of the critical path: data_mem[10]
- Number of buffers added for setup after CTS: 0
- Async S/R FF share, synth: 100.0%
- R2R cell count: 1
- Vias: just under 60000
- Cell area after placement: 98740 um2
- Register share after synthesis: 53.81%
- Comb power frac: under 10%
- Chip area line of the yosys report: 95250 um2
- Maximum fanout encountered on the critical timing path: 47
- Starting DRT DRC Count: ~3600
- Number of flops mapped to enable cells by yosys: 0
- Final period utilization: 52.72%
- Final design instance area without fill: approximately 110000 um2
- Aggregate global-route resource usage: 25.03%
- Endpoint type of the worst setup path: primary output
- CP required: 32.00 ns
- Slack of the worst reg-to-reg path: slightly below 40 ns
- Vias per cell: 5.816
- Kind of start point of the critical path: input port
- Core box area: 235900 um2
- Number of optimization iterations in the first detailed-route pass: 5
- Syn Inst Count: about 7000
- Arrival time at the worst endpoint: approximately 13 ns
- Max-slew violation count: 0
- Unrepaired setup endpoints after global routing: false
- Library cell used as clock root buffer: sky130_fd_sc_hd__clkbuf_16
- Crit. Startpoint: addr[0]
- Final critical path time including I/O delays and setup: 21.09 ns
- HPWL after detailed placement: 161700 um
- Pin count of the biggest net entering global routing: roughly 130
- Area growth syn-to-layout: 11.33%
- Ys cells: 6958
- Depth of the CTS H-tree: 4
- Path class of the lowest-slack min-delay path: reg -> reg
- Total number of yosys warnings: 0
- Post-Synthesis Mean Instance Area: 13.69 um2
- Final RePlAce weighted congestion: approximately 0.84
- Quantity of I/O buffers inserted on ports: 99
- Clock transition at the registers of the reported paths: 0.06 ns
- Sequential group share of total power: 47.9%
- Peak clock frequency supported by timing: ~0.047 GHz
- Flops & latches, synth: 2048
- Die Y-Extent: 490.0 um
- Remaining antenna violation count: 0
- I/O pin count: approximately 100
- Worst clock skew: 0 ns
- Critical hold path startpoint: memory[810]
- Via count of the first global-routing pass: roughly 62000
- Wire length of the first global-routing pass: 427900 um
- Total negative setup slack: 0 ns
- Power per unit of standard cell area: around 41 nW/um2
- DR WL/cell: 28.13 um
- Static leakage: 52.33 nW
- Worst setup path class: in -> out
- Effective utilization at floorplan: 40.38%
- Total Die Area: 240100 um2
- Internal: 3.310 mW
- Tightest Pin Transition: about 1.0 ns
- Relative slew slack: 33.15%
- Number of library cell types mapped by synthesis: 48
- Cell types with the largest area share after synthesis: sky130_fd_sc_hd__dfrtp_1, sky130_fd_sc_hd__mux2_2, sky130_fd_sc_hd__mux2i_1
- Proportion of total power due to net switching: around a quarter
- # rows: 178
- Clk sink count: 2048
- Total number of warnings across the stage logs: 42
- VDD IR max: 0.04365 mV
- Final tally of setup violations: 0
- Total Wirelength: ~290000 um
- Worst slack on hold paths: 0.4826 ns
- Critical register-to-register path endpoint: memory[826]
logic make-up after synthesis:
kind of cell           share of synthesized area [%]
AOI/OAI and AO/OA                              6.012
and+or+nand+nor                                3.936
buffers and inverters                          3.606
muxes                                          32.64
DFF                                            53.81
cells in the final DEF (no fill, tap or decap), types with 57 or more instances in the layout:
master,count
sky130_fd_sc_hd__nand3_1,134
sky130_fd_sc_hd__clkdlybuf4s50_1,64
sky130_fd_sc_hd__mux2_1,142
sky130_fd_sc_hd__buf_4,248
sky130_fd_sc_hd__o21ai_0,177
sky130_fd_sc_hd__and3b_1,116
sky130_fd_sc_hd__clkbuf_16,220
sky130_fd_sc_hd__dfrtp_1,2048
sky130_fd_sc_hd__a22oi_1,395
sky130_fd_sc_hd__a31oi_1,57
sky130_fd_sc_hd__mux2i_1,568
sky130_fd_sc_hd__clkbuf_8,65
sky130_fd_sc_hd__clkbuf_1,58
sky130_fd_sc_hd__a221oi_1,64
sky130_fd_sc_hd__nor3_4,60
sky130_fd_sc_hd__mux2_2,2090
sky130_fd_sc_hd__a21oi_1,96
sky130_fd_sc_hd__nand2_1,100
cell type report:
cell class,count,area (um2)
antenna,7,17.52
clock buffer,343,6618
clock inverter,55,660.6
fill,20357,129800
inverter,2,11.26
multi-input combinational,4186,40720
sequential,2048,51250
tap,3150,3941
timing repair buffer,353,2824
cells in the mapped netlist, types with 3 or more instances:
library cell,n
sky130_fd_sc_hd__nor2_1,40
sky130_fd_sc_hd__nand2_1,100
sky130_fd_sc_hd__nor3_1,5
sky130_fd_sc_hd__a21boi_0,4
sky130_fd_sc_hd__nand3_1,134
sky130_fd_sc_hd__nor3_2,8
sky130_fd_sc_hd__and4_1,30
sky130_fd_sc_hd__mux2_2,2090
sky130_fd_sc_hd__mux2_1,142
sky130_fd_sc_hd__nor4_1,5
sky130_fd_sc_hd__a2111oi_0,4
sky130_fd_sc_hd__buf_2,114
sky130_fd_sc_hd__nand3b_1,11
sky130_fd_sc_hd__and3b_1,117
sky130_fd_sc_hd__mux4_2,12
sky130_fd_sc_hd__a22oi_1,395
sky130_fd_sc_hd__buf_4,153
sky130_fd_sc_hd__nor3_4,53
sky130_fd_sc_hd__a22o_1,4
sky130_fd_sc_hd__mux2i_1,568
sky130_fd_sc_hd__clkbuf_1,380
sky130_fd_sc_hd__a21oi_1,96
sky130_fd_sc_hd__o211a_1,3
sky130_fd_sc_hd__and2_1,3
sky130_fd_sc_hd__nor2b_1,6
sky130_fd_sc_hd__a221oi_1,64
sky130_fd_sc_hd__a31oi_1,57
sky130_fd_sc_hd__and3_1,3
sky130_fd_sc_hd__buf_1,75
sky130_fd_sc_hd__dfrtp_1,2048
sky130_fd_sc_hd__a41oi_1,31
sky130_fd_sc_hd__nor3b_1,4
sky130_fd_sc_hd__o21ai_0,177
sky130_fd_sc_hd__o22ai_1,4
worst min path at each step:
| stage | cells after the start | slack [ns] | end |
|---|---|---|---|
| finish | 1 | 0.48 | memory[810] |
| global route | 1 | 0.50 | memory[871] |
| CTS | 1 | 0.49 | memory[809] |
power groups by stage:
stage	Sequential [mW]	Clock, mW	Combinational [mW]
final	2.07	2.03	0.223
after global routing	2.07	2.15	0.239
after CTS	2.07	2.07	0.225
per-stage QoR:
step	util, %	std cells	power, mW	setup slack (ns)
floorplan	-	6958	2.251	3.563
finish	44.96	10144	4.329	18.91
detailed placement	41.87	9739	2.334	18.89
global placement	41.87	9739	2.333	18.86
global route	44.95	10138	4.461	18.70
CTS	44.95	10137	4.371	18.88
worst max-delay path, stage by stage:
cell	delay, ns
sky130_fd_sc_hd__buf_8	0.42
sky130_fd_sc_hd__buf_4	0.62
sky130_fd_sc_hd__buf_4	0.68
sky130_fd_sc_hd__buf_4	0.58
sky130_fd_sc_hd__buf_4	0.72
sky130_fd_sc_hd__mux2i_1	0.29
sky130_fd_sc_hd__a22oi_1	0.12
sky130_fd_sc_hd__nand3_1	0.13
sky130_fd_sc_hd__and4_1	0.60
sky130_fd_sc_hd__a41oi_1	0.24
sky130_fd_sc_hd__clkdlybuf4s50_1	0.50
metal layers:
metal	global-route usage, %	wire (um)	part of all wire [%]
met3	7.803	22570	7.9
met5	0	21	0.0074
met4	7.622	11120	3.9
met2	37.87	131700	46
met1	35.61	119900	42
Power is estimated from default activity; no workload was simulated.
