==> ./design.v <==
module SRAM (
    rst,
    clk,
    write_en,
    addr,
    data
);
    input
        clk,
        rst,
        write_en;
    input [17:0]
        addr;
    inout [15:0]
        data;
    integer i; 
    reg [16:0] memory [0:63];
    assign data = (write_en) ? memory[addr] : 16'bz;
    always@(posedge clk, posedge rst) begin
        if(rst) begin
            for(i = 0; i < 64; i = i + 1) begin
                memory[i] <= 16'b0;
            end
        end
        else if(~ write_en) begin
            memory[addr] <= data;
        end
    end
endmodule
==> ./run.sh <==
#!/bin/bash
# OpenROAD 26Q1-2900-gdf79404cd8, Yosys 0.63+post, stock flow scripts
make -C /OpenROAD-flow-scripts/flow DESIGN_CONFIG=/design/flow/config.mk WORK_HOME=/design/flow/orfs finish
==> ./config.mk <==
export PLATFORM = sky130hd
export DESIGN_NAME = SRAM
export DESIGN_NICKNAME = SRAM
export VERILOG_FILES = /design/flow/design.v
export SDC_FILE = /design/flow/constraint.sdc
export NUM_CORES = 4
export LEC_CHECK = 1
export CORE_UTILIZATION = 50
export SYNTH_HDL_FRONTEND = slang
==> ./constraint.sdc <==
current_design SRAM

set clk_period 5.6
set clk_io_pct 0.2

create_clock -name clk0 -period $clk_period [get_ports {clk}]

set non_clock_inputs [all_inputs -no_clocks]
set_input_delay [expr $clk_period * $clk_io_pct] -clock clk0 $non_clock_inputs
set_output_delay [expr $clk_period * $clk_io_pct] -clock clk0 [all_outputs]
==> impl_metrics.env <==
# source this file to load flow results
export IMPL_postLayoutCellArea_mm2=0.0382
export IMPL_synthArstFlopShare=1.00
export IMPL_drv_slew=0
export IMPL_synth_cell_area_mm2=0.0373
export IMPL_launching_element_type_of_the_critical_path="input pin"
export IMPL_wl_mm=77.0
export IMPL_numClockSinks=1024
export IMPL_grt_pass1_vias=20500
export IMPL_place_inst=3054
export IMPL_yosysWarnings=0
export IMPL_commonest_flop="sky130_fd_sc_hd__dfrtp_1"
export IMPL_rsz0062_at_grt="no"
export IMPL_average_instance_area_after_synthesis_um2=11.6
export IMPL_postCtsSetupBuffers=0
export IMPL_grt_use_met2=0.309
export IMPL_netlist_top_cell_by_area="sky130_fd_sc_hd__dfrtp_1"
export IMPL_synth_flop_count=1024
export IMPL_postCtsHoldBufs=0
export IMPL_routed_via_density=5.62
export IMPL_max_flop_register="memory"
export IMPL_seq_area_frac_synth=0.688
export IMPL_die_area_mm2=0.0756
export IMPL_synthAdderAreaFrac=0
export IMPL_dp_hpwl_mm=43.7
export IMPL_final_comb_area_mm2=0.00713
export IMPL_critical_path_reg2reg_endpoint="memory[299]"
export IMPL_drt_iter0_drc=1355
export IMPL_critPathRequiredTime_ps=4480
export IMPL_final_common_cell="sky130_fd_sc_hd__dfrtp_1"
export IMPL_cts_resized=0
export IMPL_total_placed_instance_area_mm2=0.0349
export IMPL_max_freq_mhz=207
export IMPL_cts_max_path_buffers=3
export IMPL_filler_cells_inserted=5727
export IMPL_worst_r2r_src="memory[299]"
export IMPL_num_io_pins=37
export IMPL_antenna_diode_count=0
export IMPL_vdd_ir_drop_worst_uv=284
export IMPL_finalHoldViolations=0
export IMPL_routed_wire_length_per_instance_um=23.8
export IMPL_io_buffers=7
export IMPL_final_setup_worst_slack_ps=780
export IMPL_yosys_area_share_aoi=0.126
export IMPL_timing_hold_worst_endpoint="memory[1018]"
export IMPL_min_from="memory[1018]"
export IMPL_setup_tns_final_ps=0
export IMPL_grt_busiest_layer="met1"
export IMPL_worst_ep_arrival_time_ps=3700
export IMPL_max_cap_violations=0
export IMPL_antenna_found_initial=0
export IMPL_cp_end_kind="output pin"
export IMPL_netlist_instances=3200
export IMPL_vias=18200
export IMPL_place_worst_setup_slack_ps=739
export IMPL_yosys_area_mm2=0.0373
export IMPL_timing_hold_worst_path_depth=0
export IMPL_clk_pin_slew_worst_paths_ps=50
export IMPL_muxShareOfSynthArea=0.0320
export IMPL_p_per_area_mw_per_mm2=388
export IMPL_first_pass_grt_wire_length_mm=123
export IMPL_drive_above_1_share=0.139
export IMPL_numCtsBuffers=98
export IMPL_hold_path_class="reg2reg"
export IMPL_global_route_overflow_total=0
export IMPL_yosys_stat_cells=3200
export IMPL_synthTopCellsByArea="sky130_fd_sc_hd__dfrtp_1 69%, sky130_fd_sc_hd__clkbuf_1 11%, sky130_fd_sc_hd__a221oi_1 8.5%"
export IMPL_period_needed_ps=4820
export IMPL_synth_simple_gate_area_share=0.0317
export IMPL_cts_htree_levels=3
export IMPL_tritoncts="done"
export IMPL_ant_nets=0
export IMPL_final_cells=3236
export IMPL_grt_start_max_net_pins=123
export IMPL_clock_latency_late_sink_ps=650
export IMPL_skew_ps=0
export IMPL_timing_setup_critical_path_class="in2out"
export IMPL_met3_usage=0.105
export IMPL_finish_utilization=0.522
export IMPL_top_cell_area_share=0.688
export IMPL_flow_area_growth_from_synthesis_pct=2.62
export IMPL_initial_utilization=0.508
export IMPL_placement_rows=99
export IMPL_sequential_cell_area_mm2=0.0256
export IMPL_warning_count=46
export IMPL_slew_headroom=0.361
export IMPL_netlist_cell_type_count=48
export IMPL_largestRegisters="memory x1024"
export IMPL_floorplan_core_area_mm2=0.0733
export IMPL_die_y_um=275
export IMPL_final_period_utilization=0.861
export IMPL_synth_edff_count=0
export IMPL_critical_path_max_fanout=50
export IMPL_max_slew_worst_pin_slew_ps=958
export IMPL_xors_xnors_by_area=0
export IMPL_status="completed"
export IMPL_globalRouteTotalUtil=0.228
export IMPL_setup_reg_to_reg_worst_slack_ps=5090
export IMPL_largest_register_ffs=1024
export IMPL_layout_top_cells="1024 x sky130_fd_sc_hd__dfrtp_1, 360 x sky130_fd_sc_hd__a221oi_1, 160 x sky130_fd_sc_hd__nor2_1"
export IMPL_gr_usage_met1=0.361
export IMPL_static_leakage_power_uw=0.0186
export IMPL_setup_violations=0
export IMPL_timing_reg2reg_worst_path_depth=0
export IMPL_floorplan_die_width_um=275
export IMPL_drc_errors=0
export IMPL_firstDrtPassIters=16
export IMPL_cts_root_buffer_cell="sky130_fd_sc_hd__clkbuf_16"
export IMPL_logic_family="AND-OR/OR-AND gates"
export IMPL_globalplace_congestion=0.818
[layer usage]
metal / share of wire / up-vias
met5: 0 / -
met4: 0.024 / 0
li1: - / 8333
met2: 0.44 / 674
met3: 0.098 / 127
met1: 0.44 / 9043
[cell type report]
type / instances / area share
flip-flops and latches: 1024 / 0.670
multi-input cells: 982 / 0.186
clock buffers: 137 / 0.0740
well taps: 959 / 0.0314
repair buffers: 85 / 0.0235
clock inverters: 45 / 0.0143
inverters: 4 / 0.000589
[how the worst max path moves through the flow]
| stage | slack [ps] | depth (start not counted) | start | endpoint |
|---|---|---|---|---|
| finish | 780 | 8 | addr[2] | data[2] |
| global route | 560 | 8 | addr[2] | data[2] |
| CTS | 730 | 8 | addr[2] | data[2] |
[logic make-up after synthesis]
| group | count (synthesis) |
|---|---|
| AOI/OAI and AO/OA | 609 |
| buffers and inverters | 1194 |
| DFF | 1024 |
| muxes | 102 |
| and+or+nand+nor | 271 |
[worst max-delay path, stage by stage]
cell and delay [ps]:
sky130_fd_sc_hd__buf_6 450, sky130_fd_sc_hd__buf_4 440, sky130_fd_sc_hd__buf_4 360, sky130_fd_sc_hd__mux2_2 370
sky130_fd_sc_hd__a22o_1 180, sky130_fd_sc_hd__o21ai_0 140, sky130_fd_sc_hd__o21ai_0 180, sky130_fd_sc_hd__or3_1 420
[metrics by stage]
step                power, µW  hold WS [ps]
finish                  14900           371
global route            15400           379
CTS                     15000           375
detailed placement       8230           362
global placement         8220           360
floorplan                7970           424
[cell usage after synthesis, drive strengths merged (9+ instances only)]
cell    instances
nand3          20
mux2           47
clkbuf       1118
a22o           16
nor2          162
o22ai          24
dfrtp        1024
nand2          38
o21ai         117
a221oi        360
buf            72
mux2i          46
mux4            9
a22oi          26
nand4          12
a21oi          27
[report_power, final]
group	total, µW	switching [µW]	internal, µW
clock network	6770	2770	4000
logic	684	512	172
registers	7400	0	7400
No activity file was given, so power comes from the tool's default toggle rates.
